<file path="design/flow/run.sh">
#!/bin/bash
# OpenROAD 26Q1-2900-gdf79404cd8, Yosys 0.63+post, stock flow scripts
make -C /OpenROAD-flow-scripts/flow DESIGN_CONFIG=/design/flow/config.mk WORK_HOME=/design/flow/orfs finish
</file>
<file path="design/flow/config.mk">
export PLATFORM = sky130hd
export DESIGN_NAME = ahb_timer
export DESIGN_NICKNAME = ahb_timer
export VERILOG_FILES = /design/flow/design.v
export SDC_FILE = /design/flow/constraint.sdc
export NUM_CORES = 4
export LEC_CHECK = 1
export CORE_UTILIZATION = 30
</file>
<file path="design/flow/constraint.sdc">
current_design ahb_timer

set clk_period 13.2
set clk_io_pct 0.2

create_clock -name clk0 -period $clk_period [get_ports {HCLK}]

set non_clock_inputs [all_inputs -no_clocks]
set_input_delay [expr $clk_period * $clk_io_pct] -clock clk0 $non_clock_inputs
set_output_delay [expr $clk_period * $clk_io_pct] -clock clk0 [all_outputs]
</file>
<file path="design/flow/design.v">
module ahb_timer(
	input         HCLK,
    input         HRESETn,
    input         HSEL,
    input  [4:2]  HADDR,
    input         HWRITE,
    input  [31:0] HWDATA,
    output [31:0] HRDATA
);
  reg  [31:0] timers[6:0];      
  wire [31:0] chi, clo;         
  wire [3:0]  match, clr;       
  always@(posedge HCLK or negedge HRESETn)
    if (~HRESETn) begin
      timers[0] <= 32'b0;   
      timers[1] <= 32'b0;   
      timers[2] <= 32'b0;   
      timers[3] <= 32'b0;   
      timers[4] <= 32'b0;   
      timers[5] <= 32'b0;   
      timers[6] <= 32'b0;   
    end 
	else begin
      timers[0] <= {28'b0, match};
      timers[1] <= (HWRITE & HSEL & HADDR == 3'b001) ? HWDATA : clo;
      timers[2] <= (HWRITE & HSEL & HADDR == 3'b010) ? HWDATA : chi;
      if (HWRITE & HSEL & HADDR == 3'b011) timers[3] <= HWDATA;
      if (HWRITE & HSEL & HADDR == 3'b100) timers[4] <= HWDATA;
      if (HWRITE & HSEL & HADDR == 3'b101) timers[5] <= HWDATA;
      if (HWRITE & HSEL & HADDR == 3'b110) timers[6] <= HWDATA;
    end    
  assign HRDATA = timers[HADDR];
  assign {chi, clo} = {timers[2], timers[1]} + 1;
  assign clr = {4{HWRITE & HSEL & HADDR == 3'b000}} & HWDATA[3:0];
  assign match[0] = ~clr[0] & (timers[0][0] | (timers[1] == timers[3]));
  assign match[1] = ~clr[1] & (timers[0][1] | (timers[1] == timers[4]));
  assign match[2] = ~clr[2] & (timers[0][2] | (timers[1] == timers[5]));
  assign match[3] = ~clr[3] & (timers[0][3] | (timers[1] == timers[6]));
endmodule
</file>
==> metrics.yaml <==
outcome:
  status: "finished clean"
synth:
  top_cells_by_count: "dfrtp_1, xnor2_1, mux2_2"
  yosysWarningCount: 2
  synth-cells-yosys: 1142
  synth.cell_area_sq_um: 11500
  synthArstFlopShare: 1.00
  post-synth-top-area-fraction: 0.427
  number_of_enable_flip_flop_cells: 0
  numSynthFlops: 196
  yosys.area.top_type: "dfrtp_1"
  yosys-top-cells-area: "dfrtp_1, mux2_2, xnor2_1, a22oi_1, nand4_1"
  ys_chip_area_sq_um: 11500
  syn_avg_cell_area_sq_um: 10.1
  yosysMostFrequentCell: "dfrtp_1"
  yosysSeqAreaShare: 0.427
  flop_cell: "dfrtp_1"
  syn_inst: 1142
  yosysUniqueCellTypes: 40
layout:
  final.fill_count: 3799
  largest-register: "timers"
  post-route-cell-area_sq_um: 13200
  post_route_cells_drive_above_1_share: 0.168
  max_reg_flops: 196
  layout-area-overhead-vs-synth_pct: 14.7
  reg.largest.list: "timers (196)"
clock_network:
  post_cts.repair.setup_buffers: 0
  cts_repair_resize_count: 0
  clock_tree.buffer_depth: 2
  clk-insertion-delay-late_ns: 0.45
  clk_root_buffer_cell: "clkbuf_16"
  cts_htree_levels: 4
  cts_buffers: 17
  clk_pin_slew_worst_paths_ns: 0.07
  cts_hold_repair.buffers: 0
  tritoncts_num_sinks: 196
  tritoncts_clock_tree: "built"
grt:
  top_usage_layer: "met2"
  grt_util_met2: 0.330
  pin_count_of_the_biggest_net_entering_global_routing: 129
  grt_use_met1: 0.328
  first_pass_grt_wire_length_mm: 62.6
  gr-usage-met3: 0.0470
  grt_util_all_layers: 0.224
  grt-ovfl-total: 0
  grt_pass1_vias: 9206
  grt_antenna_before_repair: 1
timing:
  maxSlewViolCount: 0
  rsz0062_at_grt: "no"
  slew-limit-headroom: 0.345
  setup_total_negative_slack_ns: 0
  tightest_slew_ns: 0.974
  peak_freq_mhz: 126
  setup_viol: 0
  min_period_over_period: 0.601
  final.setup_skew_ns: 0.0143
  finalHoldViolations: 0
  final.min_clock_period_ns: 7.93
routing:
  post_drt_wl_per_cell_um: 24.9
  viasPerCell: 5.63
  drc: 0
  ant_nets: 0
  antenna_cells_inserted: 0
  dr_total_vias: 9501
  detail_route.wirelength_mm: 41.9
  detail_route.first_pass.iterations: 5
  drt_iter0_markers: 801
floorplanning:
  ports_placed_on_the_boundary: 71
  die-height_um: 198
  fp.dieArea_sq_um: 39100
  die_w_um: 198
  floorplanUtilization: 0.305
  row_count: 71
  core_region_area_sq_um: 37700
setup_path:
  crit_arrival_ns: 5.29
  cp_max_fo: 28
  r2r-end: "timers[2][28]$_DFF_PN0_"
  critPathCaptureType: "primary output"
  wp_data_required_ns: 10.56
  r2r_start: "timers[1][0]$_DFF_PN0_"
  critical_path.startpoint_type: "input port"
  r2r_slack_ns: 9.73
  category_of_the_most_critical_setup_path: "in2out"
  worstRegToRegCells: 6
pwr:
  power_switching_mw: 0.927
  areal_power_density_over_the_cells_nw_per_um2: 173
  power_frac_comb: 0.327
  sequentialPowerShare: 0.453
  p_leak_nw: 4.80
  clockPowerShare: 0.221
  internal_power_mw: 1.36
  p_sw_frac: 0.406
  ir_drop_uv: 88.5
min_path:
  hold_end: "timers[5][14]$_DFFE_PN0P_"
  worstHoldStart: "timers[5][14]$_DFFE_PN0P_"
  holdCritPathClass: "reg2reg"
  hold-path-cell-count: 1
placement:
  placed_area_sq_um: 12600
  port_buffers: 70
  place.detailed.hpwl_mm: 30.1
  gpl.final_weighted_congestion: 1.03
flow_run:
  total_tool_warning_count: 27
  max_cap_violation_count: 0
## worst max-delay path by stage
stage                    start          to  slack, ns  depth (start not counted)
after CTS             HADDR[2]  HRDATA[31]       5.34                          7
after global routing  HADDR[2]  HRDATA[31]       5.15                          7
final                 HADDR[2]  HRDATA[31]       5.27                          7
## logic make-up after synthesis
logic type	count (synthesis)	synth area share
fa+ha+maj	1	0.00109
buf+inv	97	0.0376
compound gates	185	0.106
xor+xnor	171	0.130
flops	196	0.427
mux	135	0.132
simple gates	357	0.167
## final cells by class
type,instances,area [sq um],share of cell area
clock buffers,18,439,0.0333
clock inverters,13,115,0.00872
inverters,12,45.0,0.00341
multi-input cells,849,6200,0.470
flip-flops and latches,196,4900,0.372
well taps,511,639,0.0485
repair buffers,88,852,0.0646
## power groups by stage
stage	logic (mW)	clock network, mW	registers, mW
finish	0.746	0.504	1.03
CTS	0.738	0.513	1.03
global route	0.791	0.535	1.06
## routing by layer
metal  vias up  wire [um]
li1       4243          -
met1      4795      18200
met2       380      18800
met3        81       2970
met4         2       1940
met5         -         14
## cell usage in the layout, fill, tap and decap left out, drive strengths merged, types with 5 or more instances in the layout
cell | netlist | layout
a21oi | 42 | 42
a22oi | 86 | 86
a31oi | 16 | 16
and3 | 11 | 11
and4 | 8 | 8
buf | 31 | 18
clkbuf | 54 | 19
clkdlybuf4s50 | 0 | 69
dfrtp | 196 | 196
inv | 12 | 19
mux2 | 130 | 130
mux2i | 5 | 5
nand2 | 52 | 52
nand3 | 66 | 66
nand4 | 66 | 66
nor2 | 67 | 67
nor3 | 19 | 19
nor4 | 30 | 30
o211ai | 8 | 8
o21ai | 24 | 24
or3 | 12 | 12
or4 | 15 | 15
xnor2 | 148 | 148
xor2 | 23 | 23
## critical path, stage by stage
cell and delay, ns:
clkdlybuf4s50_1 0.83, nand2b_1 0.41, nor2_2 0.13, buf_4 0.37
a22oi_1 0.17, nand3_1 0.18, clkdlybuf4s50_1 0.50
## stage by stage
step           setup slack [ns]  std cells  hold WS, ns  total power, mW  utilization
6_report                   5.27       1687        0.560             2.28        0.350
5_1_grt                    5.15       1687        0.579             2.39        0.350
4_1_cts                    5.34       1687        0.561             2.28        0.350
3_5_place_dp               5.37       1656        0.544             1.77        0.336
3_3_place_gp               5.36       1656        0.537             1.77        0.336
2_1_floorplan              6.63       1142        0.492             1.45            -
Power figures rest on the tool's default switching activity, not on a simulated workload.
