File: flow/design.v
module  ramdp
    #(  parameter       AWI     = 5 ,
        parameter       AWO     = 7 ,
        parameter       DWI     = 64 ,
        parameter       DWO     = 16
        )
    (
        input                   CLK_WR ,  
        input                   WR_EN ,   
        input [AWI-1:0]         ADDR_WR , 
        input [DWI-1:0]         D ,       
        input                   CLK_RD ,  
        input                   RD_EN ,   
        input [AWO-1:0]         ADDR_RD , 
        output reg [DWO-1:0]    Q         
     );
   parameter       EXTENT       = DWO/DWI ;
   parameter       EXTENT_BIT   = AWI-AWO > 0 ? AWI-AWO : 'b1 ;
   parameter       SHRINK       = DWI/DWO ;
   parameter       SHRINK_BIT   = AWO-AWI > 0 ? AWO-AWI : 'b1;
   genvar i ;
   generate
      if (DWO >= DWI) begin
         reg [DWI-1:0]         mem [(1<<AWI)-1 : 0] ;
         always @(posedge CLK_WR) begin
            if (WR_EN) begin
               mem[ADDR_WR]  <= D ;
            end
         end
         for (i=0; i<EXTENT; i=i+1) begin
            always @(posedge CLK_RD) begin
               if (RD_EN) begin
                  Q[(i+1)*DWI-1: i*DWI]  <= mem[(ADDR_RD*EXTENT) + i ] ;
               end
            end
         end
      end
      else begin
         reg [DWO-1:0]         mem [(1<<AWO)-1 : 0] ;
         for (i=0; i<SHRINK; i=i+1) begin
            always @(posedge CLK_WR) begin
               if (WR_EN) begin
                  mem[(ADDR_WR*SHRINK)+i]  <= D[(i+1)*DWO -1: i*DWO] ;
               end
            end
         end
         always @(posedge CLK_RD) begin
            if (RD_EN) begin
                Q <= mem[ADDR_RD] ;
            end
         end
      end
   endgenerate
endmodule
File: flow/run.sh
#!/bin/bash
# OpenROAD 26Q1-2900-gdf79404cd8, Yosys 0.63+post, stock flow scripts
make -C /OpenROAD-flow-scripts/flow DESIGN_CONFIG=/design/flow/config.mk WORK_HOME=/design/flow/orfs finish
File: flow/config.mk
export PLATFORM = sky130hd
export DESIGN_NAME = ramdp
export DESIGN_NICKNAME = ramdp
export VERILOG_FILES = /design/flow/design.v
export SDC_FILE = /design/flow/constraint.sdc
export NUM_CORES = 4
export LEC_CHECK = 1
export CORE_UTILIZATION = 40
File: flow/constraint.sdc
current_design ramdp

set clk_period 8.2
set clk_io_pct 0.2

create_clock -name clk0 -period $clk_period [get_ports {CLK_RD}]
create_clock -name clk1 -period $clk_period [get_ports {CLK_WR}]

set non_clock_inputs [all_inputs -no_clocks]
set_input_delay [expr $clk_period * $clk_io_pct] -clock clk0 $non_clock_inputs
set_output_delay [expr $clk_period * $clk_io_pct] -clock clk0 [all_outputs]
==> Changelog: implementation <==
### Physical design

* R2R depth at 4
* Clock group share of total power at 0.411
* Cells on Worst Hold Path at 4
* DIE AREA at 197000 sq um
* Routed via count at 33300
* CTS tree: yes
* Internal Power at 17.3 mW
* Ys Warns at 1
* Endpoints failing hold at 0
* Sequential power share at 0.540
* Hold path start: genblk1.mem[92][9]
* Post-route ant nets at 0
* Cts repair resizes at 0
* Die Ht at 444 um
* Share of cells above drive strength 1 at 0.341
* Crit path DRT at 8280 ps
* Detailed Route WL at 173000 um
* Flops after synth at 2064
* P_sw at 4.54 mW
* Initial antenna violation count at 11
* RePlAce Congestion at 0.802
* Register share after synthesis at 0.793
* Synth Instances at 2956
* Synth Cell Area at 78200 sq um
* # Post-CTS Setup Buffers at 0
* Crit path max fanout at 60
* Vias in the first global route at 38000
* Mapped Avg Cell Area at 26.4 sq um
* Max-slew headroom at 0.414
* Reg2reg setup slack at 5170 ps
* DR vias/cell at 5.58
* Final core occ at 0.463
* Synth unique cells at 16
* DR pass1 iterations at 4
* Status: completed
* RR Startpoint: genblk1.mem[62][8]
* Total track usage at 0.200
* Pins Over Slew Limit at 0
* Total congestion overflow at 0
* Inst Count DP at 5578
* Final std cells w/o fill at 5954
* Core area at 193000 sq um
* Max-Cap Viols at 0
* Peak supply drop at 0.000226 V
* Net Sw Frac at 0.208
* Highest-count logic cell in the final layout: edfxtp_1
* Critical path class: in -> reg
* Initial DRC count at 2013
* Largest net degree at the start of global routing at 95
* Yosys Instances at 2956
* Critical Path Sink Type: register
* WL/cell at 29.1 um
* Setup TNS at 0 ps
* Clock slew at reported path FFs at 110 ps
* Pwr/cell area at 244 nW/um^2
* Port Buffers at 94
* # DRC at 0
* Log Warnings at 27
* Setup crit start kind: primary input
* DP HPWL at 92900 um
* Hold Path Class: reg -> reg
* Wire length of the first global-routing pass at 257000 um
* Capture point of the worst reg-to-reg path: Q[8]
* Least-Margin Pin Slew at 878 ps
* Logic pwr share at 0.049
* Num ports at 96
* RSZ-0062 raised after global routing: no
* CTS sink cnt at 2064
* Leakage power at 27.4 nW
* Yosys stat chip area at 78200 sq um
* Most frequent cells in the layout: 2064 x edfxtp_1, 672 x mux4_2, 206 x clkbuf_16
* Layout area overhead at 14.6%
* Hold WS at 1670 ps
* Fp util at 0.404
* Site Rows at 161
* Die W at 444 um
* Filler Cell Count at 15400
* CTS Hold Buffers Added at 0
* Crit path DAT at 5010 ps
* Final Power at 21.9 mW
* Critical path startpoint: ADDR_RD[0]
* Final setup violation count at 0
* Worst Hold Path EP: Q[9]
[metal layers]
| metal | vias to the layer above | track usage | part of all wire |
|---|---|---|---|
| met5 | - | 0.00391 | 0.00051 |
| met4 | 4 | 0.0408 | 0.026 |
| met3 | 267 | 0.137 | 0.15 |
| met2 | 1925 | 0.300 | 0.50 |
| met1 | 17300 | 0.255 | 0.33 |
| li1 | 13700 | - | - |
[worst max path at each step]
stage        to  depth (start not counted)
6_report  Q[13]                          7
5_1_grt    Q[2]                          7
4_1_cts   Q[13]                          7
[synthesized netlist by cell type (all sizes together)]
master | instances | share of area
edfxtp | 2064 | 0.79
mux4 | 672 | 0.19
clkbuf | 80 | 0.0038
buf | 75 | 0.0045
nor2 | 26 | 0.0012
mux2 | 16 | 0.0023
nor3 | 8 | 0.00051
nand2b | 4 | 0.00032
nand2 | 3 | 0.00014
nand3 | 2 | 0.00013
nand3b | 2 | 0.00019
nand4b | 2 | 0.00022
nand4 | 1 | 0.000080
nor2b | 1 | 0.000080
[stage by stage]
step	setup WS, ps	instance area [sq um]
finish	3270	89600
global route	3030	89600
CTS	3170	89600
detailed placement	2800	83200
global placement	2840	83200
floorplan	1170	78200
[worst max-delay path, stage by stage]
cell,delay (ps)
buf_8,460
buf_12,480
buf_4,500
mux4_2,570
mux4_2,490
mux4_2,490
mux2_2,280
[state kept, by name, indices dropped and copies added, names as in the netlist]
register	count
genblk1.mem	2048
Q	16
[logic make-up after synthesis]
kind of cell,count (synthesis),synth area share
buffers and inverters,155,0.00839
multiplexers,688,0.196
AND/OR/NAND/NOR,49,0.00293
flip-flops,2064,0.793
[final cells by class]
class / instances / area [sq um] / area share
Sequential cell: 2064 / 62000 / 0.692
Clock buffer: 244 / 5300 / 0.0591
Tap cell: 2526 / 3160 / 0.0353
Clock inverter: 130 / 1110 / 0.0123
Timing Repair Buffer: 251 / 2290 / 0.0255
Antenna cell: 2 / 5.00 / 0.0000559
Multi-Input combinational cell: 737 / 15800 / 0.176
[power by group through the flow]
stage                 Clock, mW  Sequential [mW]  Combinational (mW)
after CTS                  9.19             11.8                1.11
after global routing       9.57             11.8                1.16
final                      8.99             11.8                1.08
Power and IR drop assume default switching activity.
