--- design/flow/config.mk ---
export PLATFORM = sky130hd
export DESIGN_NAME = Arbiter_RR
export DESIGN_NICKNAME = Arbiter_RR
export VERILOG_FILES = /design/flow/design.v
export SDC_FILE = /design/flow/constraint.sdc
export NUM_CORES = 4
export LEC_CHECK = 1
export CORE_AREA = 10 10 72 72
export DIE_AREA = 0 0 82 82
--- design/flow/constraint.sdc ---
current_design Arbiter_RR

set clk_period 2.4
set clk_io_pct 0.2

create_clock -name clk0 -period $clk_period [get_ports {clock}]

set non_clock_inputs [all_inputs -no_clocks]
set_input_delay [expr $clk_period * $clk_io_pct] -clock clk0 $non_clock_inputs
set_output_delay [expr $clk_period * $clk_io_pct] -clock clk0 [all_outputs]
--- design/flow/design.v ---
`timescale 1ns / 1ps
module Arbiter_RR #(
parameter   N = 4  
)(
input               clock,
input               reset_b,
input      [N-1:0]  request,
input      [N-1:0]  lock,
output reg [N-1:0]  grant 
    );
localparam LP_ST_IDLE           = 3'b001; 
localparam LP_ST_WAIT_REQ_GRANT = 3'b010; 
localparam LP_ST_WAIT_LOCK      = 3'b100; 
reg  [2:0]   R_STATUS;
reg  [N-1:0] R_MASK;
wire [N-1:0] W_REQ_MASKED;
assign W_REQ_MASKED = request & R_MASK;
always @ (posedge clock)
begin
  if(~reset_b)
	begin
		R_STATUS <= LP_ST_IDLE;
		R_MASK <= 0;
		grant <= 0;
	end
  else
  begin
    case(R_STATUS)
    LP_ST_IDLE:
    begin
      if(|request)  
      begin
        R_STATUS <= LP_ST_WAIT_LOCK;
        grant <= request & ((~request)+1);
        R_MASK <= ~((request & ((~request)+1))-1 | (request & ((~request)+1)));  
      end
      else
      begin
        R_STATUS <= LP_ST_IDLE;
      end
    end     
    LP_ST_WAIT_REQ_GRANT: 
    begin
      if(|request)
      begin
        R_STATUS <= LP_ST_WAIT_LOCK;
        if(|(request & R_MASK)) 
        begin
          grant <= W_REQ_MASKED & ((~W_REQ_MASKED)+1);
          R_MASK <= ~((W_REQ_MASKED & ((~W_REQ_MASKED)+1))-1 | (W_REQ_MASKED & ((~W_REQ_MASKED)+1)));
        end
        else
        begin
          grant <= request & ((~request)+1);
          R_MASK <= ~((request & ((~request)+1))-1 | (request & ((~request)+1)));
        end
      end
      else
      begin
        R_STATUS <= LP_ST_WAIT_REQ_GRANT;      
        grant <= 0;      
        R_MASK <= 0;      
      end
    end   
    LP_ST_WAIT_LOCK:
    begin
      if(|(lock & grant))  
      begin    
        R_STATUS <= LP_ST_WAIT_LOCK;    
      end    
      else if(|request)  
      begin    
        R_STATUS <= LP_ST_WAIT_LOCK;
        if(|(request & R_MASK)) 
        begin
          grant <= W_REQ_MASKED & ((~W_REQ_MASKED)+1);
          R_MASK <= ~((W_REQ_MASKED & ((~W_REQ_MASKED)+1))-1 | (W_REQ_MASKED & ((~W_REQ_MASKED)+1)));
        end
        else
        begin
          grant <= request & ((~request)+1);
          R_MASK <= ~((request & ((~request)+1))-1 | (request & ((~request)+1)));
        end    
      end
      else
      begin
        R_STATUS <= LP_ST_WAIT_REQ_GRANT;
        grant <= 0;      
        R_MASK <= 0;
      end    
    end    
    default:    
    begin
      R_STATUS <= LP_ST_IDLE;
      R_MASK <= 0;
      grant <= 0;
    end
    endcase
  end
end
endmodule
--- design/flow/run.sh ---
#!/bin/bash
# OpenROAD 26Q1-2900-gdf79404cd8, Yosys 0.63+post, stock flow scripts
make -C /OpenROAD-flow-scripts/flow DESIGN_CONFIG=/design/flow/config.mk WORK_HOME=/design/flow/orfs finish
==> impl_metrics.csv <==
group,metric,value,unit
run_status,outcome,"finished, final reports clean",
final_timing,hold_viol,0,
worst_setup_path,setup.worst_path.end_class,"register",
clock_tree,post_cts_resized,0,
final_timing,finalClockPeriodUsage,80.92,%
clock_tree,path_clk_slew,0.05,ns
floorplan,die_area,6724,sq um
final_timing,max_slew_margin,78.42,%
worst_setup_path,crit_path_start_kind,"input port",
detailed_routing,vias,638,
worst_hold_path,classification_of_the_worst_slack_hold_path,"register to register",
floorplan,pin_count,14,
layout,growth_of_design_area_from_synthesis_to_finish,42.08,%
clock_tree,cts_htree_levels,1,
final_timing,finClkSkew,0.002178,ns
synthesis,mappedNetlistArea,600.6,sq um
worst_setup_path,critical_path_arrival,2.04,ns
synthesis,synth_flop_count,10,
floorplan,placeableCoreArea,3689,sq um
worst_setup_path,slowest_stage,"sky130_fd_sc_hd__or3_1",
synthesis,netlist.area_leader.share,33.33,%
final_timing,final-setup-viol-count,0,
pwr,vdd.ir_drop.worst,214.9,uV
clock_tree,hold_buffers,0,
synthesis,synth.yosys.warnings,1,
detailed_routing,number_of_vias_per_cell_after_detailed_routing,4.691,
worst_setup_path,crit_type,"input port to register",
clock_tree,clk_path_buf_depth,2,
worst_setup_path,worst-endpoint-required,2.50,ns
worst_setup_path,critPathLaunch,"request[2]",
floorplan,fp.dieH,82,um
clock_tree,cts_inserted_buffers,3,
clock_tree,clock_sinks,10,
place,post-dp-hpwl,1295,um
synthesis,ys_top_cells_by_area,"sky130_fd_sc_hd__dfxtp_1 (33%), sky130_fd_sc_hd__a22o_1 (5.8%), sky130_fd_sc_hd__a21oi_1 (5.0%), sky130_fd_sc_hd__o21ai_0 (5.0%), sky130_fd_sc_hd__o21a_1 (3.8%)",
global_routing,maximum_number_of_pins_on_one_net_before_global_route_repair,9,
detailed_routing,number_of_design_rule_violations_left_after_detail_routing,0,
final_timing,setup_total_negative_slack,0,ns
clock_tree,cts_root_buf,"sky130_fd_sc_hd__clkbuf_8",
synthesis,synthMostInstantiatedCell,"sky130_fd_sc_hd__dfxtp_1",
place,port_buffers,13,
final_timing,rsz0062_at_grt,"no",
detailed_routing,wl_per_cell,12.27,um
worst_setup_path,largest_driver_fanout_on_the_critical_path,7,
detailed_routing,drt-total-wl,1669,um
worst_setup_path,timing.rr.start,"grant[0]",
pwr,power.density,581.8,nW/um^2
synthesis,syn_area_per_cell,8.580,sq um
worst_setup_path,r2r_setup_slack,1.03,ns
final_timing,final_max_slew_viol_count,0,
global_routing,grt_first_pass_wirelength,2732,um
synthesis,ys_cells,70,
worst_setup_path,longest_individual_stage_delay_on_the_worst_path,0.52,ns
global_routing,overall_global_routing_resource_usage,5.052,%
synthesis,synthDistinctLibCells,32,
place,gp_congestion,0.9140,
floorplan,num_rows,22,
worst_setup_path,endpoint,"grant[2]",
worst_setup_path,rr_endpoint,"grant[0]",
detailed_routing,drt_pre_antenna_iters,4,
clock_tree,clk_latency,0.23,ns
layout,post_route_cells_drive_above_1_share,13.64,%
global_routing,number_of_global_route_vias_before_repair,592,
pwr,post-layout-total-power,0.4965,mW
flow_run,openroad.warnings,25,
pwr,power.static_leakage,0.3082,nW
clock_tree,tritoncts,"yes",
synthesis,postSynth.topFlopCell,"sky130_fd_sc_hd__dfxtp_1",
flow_run,drv.max_cap_violation_count,0,
floorplan,die_w,82,um
global_routing,gr-total-overflow,0,
floorplan,floorplan.initialDensity,16.28,%
final_timing,maxClockFrequency,0.5149,GHz
synthesis,ys_seq_share,33.33,%
synthesis,edf_count,0,
worst_setup_path,timing.critical_path.cells,"clkdlybuf4s50_1 > or3_1 > or3_4 > nand3_2 > o32ai_1",
synthesis,netlist_top_cells_count,"sky130_fd_sc_hd__dfxtp_1 (10), sky130_fd_sc_hd__a21oi_1 (6), sky130_fd_sc_hd__o21ai_0 (6)",
synthesis,post_synth_inst_count,70,
detailed_routing,drtAntennaViolNets,0,
detailed_routing,n_antenna_cell,0,
synthesis,asyncSetResetFlopFracSynth,0,%
detailed_routing,drt-initial-drc-count,53,
synthesis,ys_chip_area,600.6,sq um
clock_tree,post-cts-setup-buffers,0,
worst_setup_path,rr_worst_depth,4,
global_routing,grt_antenna_before_repair,0,
final_timing,slew_at_the_pin_closest_to_its_max_slew_limit,0.3196,ns
synthesis,top_area_cell,"sky130_fd_sc_hd__dfxtp_1",
final_timing,timing.final.crit_period,1.942,ns
worst max-delay path: cells and delay by family:
family	cells	cell delay, ns
buf+inv	1	0.51
simple gates	3	0.98
compound gates	1	0.08
registers in the layout, summed over array words and instances, names as in the netlist:
register and count:
R_MASK 3, grant 4, R_STATUS 3
metrics by stage:
stage	hold WS, ns	worst slack, ns	utilization, %	area (sq um)	instances
after detailed placement	0.4809	0.2261	21.64	798.3	132
after floorplan	0.4363	0.8199	-	600.6	70
after global placement	0.4964	0.2653	21.64	798.3	132
after CTS	0.5019	0.4662	23.13	853.3	136
after global routing	0.5385	0.3962	23.13	853.3	136
final	0.5044	0.4579	23.13	853.3	136
routing by layer:
metal	up-vias	routed length [um]	GRT usage, %
li1	314	-	-
met1	290	880	8.201
met2	32	538	5.251
met3	2	239	2.863
met4	0	10	1.020
met5	-	0	0
layout make-up:
type	count	area, sq um
inverters	3	11.26
multi-input cells	55	374.1
repair buffers	16	152.6
well taps	48	60.06
fillers	411	2835
flip-flops and latches	10	200.2
clock buffers	4	55.05
cell families (layout without fill, tap and decap cells):
group / count (synthesis) / count (layout) / synth area share, %
AND-OR/OR-AND: 35 / 35 / 42.50
buffers and inverters: 5 / 23 / 4.374
flip-flops: 10 / 10 / 33.33
AND/OR/NAND/NOR: 20 / 20 / 19.79
cells in the final DEF, fill, tap and decap left out, drive strengths merged:
| cell | count |
|---|---|
| a22o | 4 |
| a31o | 1 |
| a32oi | 1 |
| nand4 | 1 |
| o221ai | 2 |
| nand2 | 5 |
| o211a | 2 |
| nand3 | 2 |
| nor4 | 1 |
| o21ai | 7 |
| a2bb2oi | 1 |
| a21boi | 1 |
| nand2b | 2 |
| and2 | 1 |
| o21a | 3 |
| buf | 3 |
| nor2 | 4 |
| dfxtp | 10 |
| inv | 3 |
| a22oi | 1 |
| nor3 | 2 |
| o211ai | 2 |
| a21oi | 6 |
| o32ai | 2 |
| o31ai | 1 |
| clkbuf | 4 |
| o311ai | 1 |
| clkdlybuf4s50 | 13 |
| or3 | 2 |
report_power, final:
group          switching, mW  total [mW]  internal, mW
logic                 0.0468      0.0987        0.0519
registers             0.0150       0.193         0.178
clock network         0.0609       0.205         0.144
worst min-delay path by stage:
stage / start / end / slack, ns / cells after the start
after CTS: grant[0] / grant[0] / 0.50 / 2
after global routing: grant[0] / grant[0] / 0.54 / 2
final: grant[1] / grant[1] / 0.50 / 2
No activity file was given, so power comes from the tool's default toggle rates.
